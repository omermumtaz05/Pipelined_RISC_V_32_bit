--- design/flow/design.v ---
package cpu_pkg;
typedef struct packed {
    reg [31:0] pc_address;
    reg [31:0] instruc;
} if_id_data_t;
typedef struct packed {
    reg WB_reg_write;
    reg WB_mem_to_reg;
    reg M_branch;
    reg M_mem_read;
    reg M_mem_write;
    reg [1:0] EX_ALU_Op;
    reg EX_ALU_Src;
} id_ex_control_t;
typedef struct packed {
    reg [31:0] pc_address;
    reg [31:0] reg_read_data1;
    reg [31:0] reg_read_data2;
    reg [31:0] imm;
    reg [3:0] funct_inst_bits;
    reg [4:0] rd;
    reg [4:0] rs1;
    reg [4:0] rs2;
} id_ex_data_t;
typedef struct packed {
    reg WB_reg_write;
    reg WB_mem_to_reg;
    reg M_branch;
    reg M_mem_read;
    reg M_mem_write;
    reg ALU_zero;
} ex_mem_control_t;
typedef struct packed {
    reg [31:0] branch_adder_sum;
    reg [31:0] ALU_result;
    reg [31:0] reg_read_data2;
    reg [4:0] rd;
} ex_mem_data_t;
typedef struct packed {
    reg WB_reg_write;
    reg WB_mem_to_reg;
} mem_wb_control_t;
typedef struct packed {
    reg [31:0] read_data;
    reg [31:0] ALU_result;
    reg [4:0] rd;
} mem_wb_data_t;
endpackage
module forwarding_unit(
    input logic [4:0] id_ex_rs1,
    input logic [4:0] id_ex_rs2,
    input logic [4:0] ex_mem_rd,
    input logic [4:0] mem_wb_rd,
    input logic ex_mem_reg_write,
    input logic mem_wb_reg_write,
    output logic [1:0] forward_a,
    output logic [1:0] forward_b
);
always_comb 
begin
    begin
        if((ex_mem_rd != 0) && ex_mem_reg_write && (ex_mem_rd == id_ex_rs1))
            forward_a = 2'b10;
        else if((mem_wb_rd != 0) && mem_wb_reg_write 
        && (mem_wb_rd == id_ex_rs1)
        && !(ex_mem_reg_write && (ex_mem_rd != 0)  
        && ex_mem_rd == id_ex_rs1))
            forward_a = 2'b01;
        else
            forward_a = '0;
    end
    begin
        if((ex_mem_rd != 0) && ex_mem_reg_write && (ex_mem_rd == id_ex_rs2))
            forward_b = 2'b10;
        else if((mem_wb_rd != 0) && mem_wb_reg_write 
        && (mem_wb_rd == id_ex_rs2)
        && !(ex_mem_reg_write && (ex_mem_rd != 0)  
        && ex_mem_rd == id_ex_rs2))
            forward_b = 2'b01;
        else
            forward_b = '0;
    end
end
endmodule
module hazard_detection(
    input logic id_ex_mem_read,
  	input logic ex_mem_mem_read,
    input logic [4:0] id_ex_rd,
    input logic [4:0] if_id_rs1,
    input logic [4:0] if_id_rs2,
    input logic branch,
    input logic [4:0] ex_mem_rd, 
    output logic PCWrite,
    output logic if_id_write,
    output logic control_mux_sig,
  	output logic stall
);
always_comb
begin
  if((id_ex_mem_read &&
      ((id_ex_rd == if_id_rs1) || 
       (id_ex_rd ==  if_id_rs2)))
     	|| (branch && ex_mem_mem_read 
       	&& ((ex_mem_rd == if_id_rs1) || (ex_mem_rd == if_id_rs2))))
        begin
            PCWrite = 0;
            if_id_write = 0;
            control_mux_sig = 1;  
          	stall = 1;
        end
    else 
        begin
            PCWrite = 1;
            if_id_write = 1;
            control_mux_sig = 0;  
          	stall = 0;
        end
end
endmodule
--- design/flow/run.sh ---
#!/bin/bash
# OpenROAD 26Q1-2900-gdf79404cd8, Yosys 0.63+post, stock flow scripts
make -C /OpenROAD-flow-scripts/flow DESIGN_CONFIG=/design/flow/config.mk WORK_HOME=/design/flow/orfs finish
--- design/flow/config.mk ---
export PLATFORM = sky130hd
export DESIGN_NAME = hazard_detection
export DESIGN_NICKNAME = hazard_detection
export VERILOG_FILES = /design/flow/design.v
export SDC_FILE = /design/flow/constraint.sdc
export NUM_CORES = 4
export LEC_CHECK = 1
export CORE_AREA = 10 10 70 70
export DIE_AREA = 0 0 80 80
--- design/flow/constraint.sdc ---
current_design hazard_detection

set clk_period 2.5
set clk_io_pct 0.2

create_clock -name clk0 -period $clk_period

set non_clock_inputs [all_inputs -no_clocks]
set_input_delay [expr $clk_period * $clk_io_pct] -clock clk0 $non_clock_inputs
set_output_delay [expr $clk_period * $clk_io_pct] -clock clk0 [all_outputs]
==> flow_summary.ini <==
; flow metrics
[status]
status = complete, no violations

[finish]
nClkBuffers = 0
layout_top_cells = 12 x xor2_1, 11 x dlygate4sd2_1, 8 x xnor2_1
lay_top_count = xor2_1
seqCellArea_um2 = 0
layout-drive-gt1-share_pct = 21.0
stdcell_count = 108
seq_cells = 0
fillers = 387
area_delta_synth_final_pct = 136

[detailed_routing]
drt_iter0_markers = 2
drtPass1Iterations = 3
via_per_inst = 3.14
postRouteAntennaNets = 0
routedWlPerCell_um = 11.0
route.met3.wl_um = 151
dr.max_layer_used = met3
drt-total-wl_um = 1180
dr_total_vias = 339
dr_wl_met2_um = 453
wl_met1_um = 578
antenna_cells = 0
drc = 0

[timing]
whs_ns = 1.78
rsz0062_at_grt = no
hold_viol = 0
final.min_clock_period_ns = 2.37
tightest_slew_ns = 0.369
fin_setup_tns_ns = 0
setup_viol = 0
drv_slew = 0
max_freq_mhz = 422
maxSlewHeadroom_pct = 75.2
post-route-period-util_pct = 94.8
finalWorstSetupSlack_ns = 0.130

[power_and_ir_drop]
p_int_uw = 52.0
switching_share_pct = 39.1
clkPwrFrac_pct = 0
ir_worst_vdd_v = 0.0000482
p_per_area_nw_per_um2 = 139
pwr-share-comb_pct = 100.0
p_seq_share_pct = 0
p_switching_uw = 33.5
power.leakage_nw = 0.237

[run]
cap_viol_max_count = 0
tool_warnings = 32

[synthesis]
yosys_warnings = 1
synth_cell_type_count = 10
yosysSeqAreaShare_pct = 0
avgSynthCellArea_um2 = 8.13
yosys-stat-area_um2 = 260
netlist_area_um2 = 260
ys_cells = 32
syn_inst = 32

[clock_network]
postCtsSetupBuffers = 0
cts_resized = 37
hold_buffers = 0

[worst_setup_path]
worstPathMaxFanout = 2
crit_start = if_id_rs2[0]
cp.required_ns = 2.00
worstSetupPathType = input pin to output pin
critPathCaptureType = output pin
cp-endpoint = control_mux_sig
worstSetupStartpointType = input pin
cp_data_arrival_time_ns = 1.87

[global_route]
grt_max_degree = 4
antenna_found_initial = 0
track_usage_pct = 3.72
grt_pass1_wl_um = 1930
gr-total-overflow = 0
first_global_vias = 373

[worst_hold_path]
hp-class = input pin to output pin

[placed_design]
pre_cts_ws_ns = -0.418
hpwlAfterDp_um = 1100
gp_congestion = 0.812
port_buffers = 27
dp.cells = 108

[floorplanning]
core_um2 = 3420
dieWidth_um = 80
design.portCount = 27
rows = 21
fp_util_pct = 7.62
die_y_um = 80
dieArea_um2 = 6400
-- worst max-delay path: stages --
cell	delay (ns)
clkdlybuf4s50_1	0.46
xnor2_1	0.15
nand3_1	0.10
o21ai_2	0.08
a311o_1	0.33
dlygate4sd2_1	0.25
-- kinds of logic (layout without fill, tap and decap cells) --
| logic type | count (synthesis) | count (layout) | share of synthesized area, % |
|---|---|---|---|
| xor gates and xnor gates | 20 | 20 | 67.3 |
| and+or+nand+nor | 7 | 7 | 16.3 |
| AOI/OAI and AO/OA | 3 | 3 | 10.6 |
| buffers and inverters | 2 | 32 | 5.77 |
-- cell type report --
cell class                      instances  area (um2)  share of cell area (%)
Multi-Input combinational cell         30         264                    43.0
Timing Repair Buffer                   32         293                    47.7
Tap cell                               46        57.6                    9.37
-- synthesized netlist by cell type --
master / n / area [um2]
and3_1: 1 / 6.26
nand3_1: 1 / 5.00
nand4_1: 2 / 12.5
a311o_1: 1 / 10.0
o21ai_2: 1 / 8.76
buf_4: 2 / 15.0
nor4_1: 3 / 18.8
xor2_1: 12 / 105
xnor2_1: 8 / 70.1
a311oi_1: 1 / 8.76
-- per-stage QoR --
stage | utilization [%] | cell area [um2] | power, mW
detailed placement | 17.9 | 611 | 0.0920
CTS | 18.0 | 614 | 0.0868
global placement | 17.9 | 611 | 0.0913
floorplan | - | 260 | 0.0304
global route | 18.0 | 614 | 0.0948
finish | 18.0 | 614 | 0.0855
-- power by group through the flow --
stage | registers (mW) | logic [mW] | clock network [mW]
finish | 0 | 0.0855 | 0
global route | 0 | 0.0948 | 0
CTS | 0 | 0.0868 | 0
-- metal layers --
metal  vias up  track usage [%]
met5         -                0
met4         0                0
met3         0             1.48
met2        19             5.30
met1       146             5.41
li1        174                -
-- worst min-delay path by stage --
stage / from / end / slack (ns) / depth (start not counted)
after CTS: ex_mem_rd[2] / PCWrite / 1.79 / 6
after global routing: ex_mem_rd[2] / PCWrite / 1.86 / 6
final: ex_mem_rd[2] / PCWrite / 1.78 / 6
Power figures rest on the tool's default switching activity, not on a simulated workload.
